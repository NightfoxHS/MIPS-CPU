`flow/config.mk`:
```
export PLATFORM = sky130hd
export DESIGN_NAME = ID_EX
export DESIGN_NICKNAME = ID_EX
export VERILOG_FILES = /design/flow/design.v
export SDC_FILE = /design/flow/constraint.sdc
export NUM_CORES = 4
export LEC_CHECK = 1
export CORE_UTILIZATION = 30
```
`flow/constraint.sdc`:
```
current_design ID_EX

set clk_period 1.5
set clk_io_pct 0.2

create_clock -name clk0 -period $clk_period [get_ports {clk}]

set non_clock_inputs [all_inputs -no_clocks]
set_input_delay [expr $clk_period * $clk_io_pct] -clock clk0 $non_clock_inputs
set_output_delay [expr $clk_period * $clk_io_pct] -clock clk0 [all_outputs]
```
`flow/design.v`:
```
module ID_EX (clk, rst, IRWr, Stall1, Stall2,
PC_in, im_dout, grf_out_A_in, grf_out_B_in, reg_write_no_in, RegDst_in, ALUOp_in, ALUSrc_in, Branch_in, MemRead_in, MemWrite_in, RegWrite_in, DatatoReg_in,ext_in,ShamtSrc_in,
PC, instr, grf_out_A, grf_out_B, reg_write_no , RegDst, ALUOp, ALUSrc, Branch, MemRead, MemWrite, RegWrite, DatatoReg, ext, ShamtSrc);               
   input clk;
   input rst;
   input IRWr; 
   input Stall1;
   input Stall2;
   input [31:0] PC_in;
   input [31:0] im_dout;
   input [31:0] grf_out_A_in;
   input [31:0] grf_out_B_in;
   input [31:0] ext_in;
   input [4:0] reg_write_no_in;
   input [1:0] RegDst_in;
   input [4:0] ALUOp_in;
   input ALUSrc_in;
   input Branch_in;
   input MemRead_in;
   input MemWrite_in;
   input RegWrite_in;
   input [1:0] DatatoReg_in;
   input ShamtSrc_in;
   output reg [31:0] PC;
   output reg [31:0] instr;
   output reg [31:0] grf_out_A;
   output reg [31:0] grf_out_B;
   output reg [31:0] ext;
   output reg [4:0] reg_write_no;
   output reg [1:0] RegDst;
   output reg [4:0] ALUOp;
   output reg ALUSrc;
   output reg Branch;
   output reg MemRead;
   output reg MemWrite;
   output reg RegWrite;
   output reg [1:0] DatatoReg;
   output reg ShamtSrc;
   always @(posedge clk or posedge rst) begin
      if ( rst ) begin
         PC <= 0;
         instr <= 0;
         grf_out_A <= 0;
         grf_out_B <= 0;
         reg_write_no <= 0;
         RegDst <= 0;
         ALUOp <= 5'b00000;
         ALUSrc <= 0;
         Branch <= 0;
         MemRead <= 0;
         MemWrite <= 0;
         RegWrite <= 0;
         DatatoReg <= 2'b00;
         ext <= 0;
         ShamtSrc <= 0;
      end
      else if (IRWr) begin
         if(Stall1 || Stall2) begin
            PC <= PC_in;
            instr <= im_dout;
            grf_out_A <= grf_out_A_in;
            grf_out_B <= grf_out_B_in;
            reg_write_no <= reg_write_no_in;
            RegDst <= RegDst_in;
            ALUOp <= ALUOp_in;
            ALUSrc <= ALUSrc_in;
            Branch <= Branch_in;
            MemRead <= 0;
            MemWrite <= 0;
            RegWrite <= 0;
            DatatoReg <= DatatoReg_in;
            ext <= ext_in;
            ShamtSrc <= ShamtSrc_in;
         end
         else begin
            PC <= PC_in;
            instr <= im_dout;
            grf_out_A <= grf_out_A_in;
            grf_out_B <= grf_out_B_in;
            reg_write_no <= reg_write_no_in;
            RegDst <= RegDst_in;
            ALUOp <= ALUOp_in;
            ALUSrc <= ALUSrc_in;
            Branch <= Branch_in;
            MemRead <= MemRead_in;
            MemWrite <= MemWrite_in;
            RegWrite <= RegWrite_in;
            DatatoReg <= DatatoReg_in;
            ext <= ext_in;
            ShamtSrc <= ShamtSrc_in;
         end
      end
   end  
endmodule
```
`flow/run.sh`:
```
#!/bin/bash
# OpenROAD 26Q1-2900-gdf79404cd8, Yosys 0.63+post, stock flow scripts
make -C /OpenROAD-flow-scripts/flow DESIGN_CONFIG=/design/flow/config.mk WORK_HOME=/design/flow/orfs finish
```
==> impl_metrics.yaml <==
# synthesis and place-and-route metrics
clocking:
  numCtsBuffers: 17
  clock_sinks: 180
  htreeDepth: 4
  cts-root-buf: "clkbuf_16"
  clk_pin_slew_ns: 0.07
  max-clock-path-buffers: 2
  worstSkewPairLatency_ns: 0.41
  holdBufCountCts: 0
  cts_tree: "done"
synthesis:
  synthFlopType: "dfrtp_1"
  ys_ff: 180
  ys_seq_share_pct: 66.6
  top_area_share_pct: 66.6
  synthMuxAreaShare_pct: 29.5
  logic_family: "multiplexers"
  yosysUniqueCellTypes: 8
  area_leaders: "dfrtp_1 (67%), mux2_2 (29%), buf_6 (3.2%)"
  yosys_cells: 388
  synthXorXnorAreaFrac_pct: 0
  yosysMostFrequentCell: "dfrtp_1"
  yosysWarnings: 1
  synthAoiAreaFrac_pct: 0.277
  syn_inst: 388
  top_cells_by_count: "dfrtp_1 (180), mux2_2 (177), buf_6 (19)"
  ys_async_sr_fraction_pct: 100
  syn_avg_cell_area_sq_um: 17.4
  edf_count: 0
  ys_sh_adder_pct: 0
  ys_sh_simple_pct: 0.259
  yosysTopAreaCell: "dfrtp_1"
  ys_chip_area_sq_mm: 0.00677
  netlist_area_sq_mm: 0.00677
finish:
  drive_above_1_share_pct: 30.0
  syn2layout_area_growth_pct: 65.4
  final_area_sq_mm: 0.0112
critical_path:
  cpPeakStageDelay_ns: 0.40
  worstPathRequired_ns: 1.20
  crit_family: "flip-flops"
  cp_cell_sequence: "dlygate4sd2_1"
  worst_setup_path_start_kind: "flop"
  cpMaxStageDelayCell: "dfrtp_1"
  crit_path_end_kind: "output pin"
  crit_arrival_ns: 1.06
  r2r_setup_slack_ns: 0.62
  cp_max_fo: 2
  cp_num_buf_inv: 1
  critPathKind: "flop to output pin"
power_and_ir_drop:
  p_leak_nw: 4.94
  peakVddDrop_v: 0.000674
  power.density_mw_per_mm2: 1040
drt:
  met3WireLength_mm: 1.86
  top_layer: "met4"
  wl_mm: 16.9
  met2_length_mm: 8.25
  drt-met1-wl_mm: 6.44
  initialDrtViolationCount: 184
  drtPass1Iterations: 26
  diodes: 0
  vias: 4616
  avgViaCountPerCell: 4.30
  drc_errors: 0
  drtAntennaViolNets: 0
  avgRoutedWirePerCell_um: 15.7
outcome:
  status: "finished, final reports clean"
grt:
  grtUsageTotal_pct: 15.5
  grt_pass1_vias: 4877
  antenna_found_initial: 0
  grt_overflow: 0
  grt_start_max_net_pins: 71
  grt_first_pass_wirelength_mm: 27.4
sta:
  fin_tns_setup_ns: 0
  finalClockSkew_ns: 0
  post-route-period-util_pct: 90.9
  slew_headroom_pct: 73.1
  fmax_ghz: 0.733
  tightest_slew_ns: 0.403
  finalHoldViolCount: 0
  rsz0062_at_grt: "false"
  report.final.slew_viol_count: 0
  fin_crit_ns: 1.36
  finalSetupViolCount: 0
floorplan:
  row_count: 54
  io_pins: 365
  initCoreUtil_pct: 30.8
  coreArea_sq_mm: 0.0220
  fp.dieW_um: 152
  dieArea_sq_mm: 0.0232
  dieHeight_um: 152
place:
  place_area_sq_mm: 0.0107
  routabilityCongestion: 0.780
  hpwl_mm: 12.8
  io_buffers: 364
job:
  warnings: 26
  timing.max_cap.violations: 0
min_path:
  hold_class: "input port to async pin"
## placed cells by master, fill, tap and decap left out
cell             instances
dfrtp_1                180
inv_1                    3
mux2_2                 177
o22ai_1                  3
nand2_1                  3
clkdlybuf4s50_1        183
clkbuf_16               17
inv_6                    4
clkinvlp_4               6
buf_4                   21
clkinv_4                 2
bufinv_16                1
buf_12                   8
clkbuf_1                 3
buf_6                    1
or2_2                    1
dlygate4sd2_1          180
## flip-flops by register name, indices dropped and copies added, names as in the netlist
signal	flops
PC	32
ext	32
grf_out_A	32
grf_out_B	32
instr	32
ALUOp	5
reg_write_no	5
DatatoReg	2
RegDst	2
ALUSrc	1
Branch	1
MemRead	1
MemWrite	1
RegWrite	1
ShamtSrc	1
## layout make-up
type                       count  area, sq um
fill                        1897        10800
sequential                   180         4500
timing repair buffer         393         3740
multi-input combinational    184         2030
clock buffer                  20          437
tap                          280          350
clock inverter                12          120
inverter                       4         18.8
## worst paths after layout
check / from / endpoint / depth (start not counted)
max in group asynchronous: rst / grf_out_B[1]$_DFFE_PP0P_ / 3
min: rst / grf_out_A[6]$_DFFE_PP0P_ / 3
min reg2reg: grf_out_B[25]$_DFFE_PP0P_ / grf_out_B[25]$_DFFE_PP0P_ / 1
min in group clk0: IRWr / MemRead$_DFFE_PP0P_ / 4
max reg2reg: grf_out_A[24]$_DFFE_PP0P_ / grf_out_A[24]$_DFFE_PP0P_ / 2
max: instr[14]$_DFFE_PP0P_ / instr[14] / 1
## logic make-up (layout without fill, tap and decap cells)
logic type             count (synthesis)  after routing
and+or+nand+nor                        4              4
DFF                                  180            180
muxes                                177            177
AOI/OAI and AO/OA                      3              3
buffers and inverters                 24            429
## per-layer routing
layer | GRT usage (%) | up-vias
met5 | 0 | -
met4 | 2.33 | 0
met3 | 5.94 | 19
met2 | 25.2 | 222
met1 | 20.7 | 2217
li1 | - | 2158
## power breakdown
group,switching [mW],leakage (nW),internal (mW),total (mW)
Sequential,0.211,2.11,5.34,5.55
Combinational,0.492,2.57,1.38,1.87
Clock,1.90,0.254,2.31,4.21
## repair_timing
action                                  4_1_cts  5_1_grt
endpoints found under the setup margin      180        0
gates resized                               180        0
setup buffers                                18        0
## through the flow
step / power, mW / cells / setup slack, ns / hold slack (ns) / utilization (%)
2_1_floorplan: 6.19 / 388 / -1.11 / 0.441 / -
3_3_place_gp: 7.81 / 1023 / 0.241 / 0.488 / 48.9
3_5_place_dp: 7.83 / 1023 / 0.205 / 0.494 / 48.9
4_1_cts: 11.9 / 1073 / 0.0963 / 0.302 / 51.0
5_1_grt: 12.3 / 1073 / 0.0767 / 0.319 / 51.0
6_report: 11.6 / 1073 / 0.136 / 0.321 / 51.0
No activity file was given, so power comes from the tool's default toggle rates.
