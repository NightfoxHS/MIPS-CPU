===== /design/flow/config.mk =====
export PLATFORM = sky130hd
export DESIGN_NAME = EX_MEM
export DESIGN_NICKNAME = EX_MEM
export VERILOG_FILES = /design/flow/design.v
export SDC_FILE = /design/flow/constraint.sdc
export NUM_CORES = 4
export LEC_CHECK = 1
export CORE_UTILIZATION = 40

===== /design/flow/constraint.sdc =====
current_design EX_MEM

set clk_period 1.1
set clk_io_pct 0.2

create_clock -name clk0 -period $clk_period [get_ports {clk}]

set non_clock_inputs [all_inputs -no_clocks]
set_input_delay [expr $clk_period * $clk_io_pct] -clock clk0 $non_clock_inputs
set_output_delay [expr $clk_period * $clk_io_pct] -clock clk0 [all_outputs]

===== /design/flow/run.sh =====
#!/bin/bash
# OpenROAD 26Q1-2900-gdf79404cd8, Yosys 0.63+post, stock flow scripts
make -C /OpenROAD-flow-scripts/flow DESIGN_CONFIG=/design/flow/config.mk WORK_HOME=/design/flow/orfs finish

===== /design/flow/design.v =====
module EX_MEM (clk, rst, IRWr, 
ext_in, ALURes_in,   grf_out_B_in, reg_write_no_in, Branch_in, MemRead_in, MemWrite_in, RegWrite_in, DatatoReg_in,
ext, ALURes,   grf_out_B, reg_write_no, Branch, MemRead, MemWrite, RegWrite, DatatoReg);
   input clk;
   input rst;
   input IRWr;
   input [31:0] ext_in;
   input [31:0] ALURes_in;
   input [31:0] grf_out_B_in;
   input [4:0] reg_write_no_in;
   input Branch_in;
   input MemRead_in;
   input MemWrite_in;
   input RegWrite_in;
   input [1:0] DatatoReg_in;
   output reg [31:0] ext;
   output reg [31:0] ALURes;
   output reg [31:0] grf_out_B;
   output reg [4:0] reg_write_no;
   output reg Branch;
   output reg MemRead;
   output reg MemWrite;
   output reg RegWrite;
   output reg [1:0] DatatoReg;
   always @(posedge clk or posedge rst) begin
      if ( rst ) begin
         ext <= 0;
         ALURes <= 0;
         grf_out_B <= 0;
         reg_write_no <= 0;
         Branch <= 0;
         MemRead <= 0;
         MemWrite <= 0;
         RegWrite <= 0;
         DatatoReg <= 0;
      end
      else if (IRWr) begin
         ext <= ext_in;
         ALURes <= ALURes_in;
         grf_out_B <= grf_out_B_in;
         reg_write_no <= reg_write_no_in;
         Branch <= Branch_in;
         MemRead <= MemRead_in;
         MemWrite <= MemWrite_in;
         RegWrite <= RegWrite_in;
         DatatoReg <= DatatoReg_in;
      end
   end  
endmodule

==> run notes <==
The flow ran to the end, but the final reports show violations. The checks that failed: setup timing. After detailed placement, the total cell area comes to 0.006471 mm2.

The die width came out at 103.1 um. In this run, the number of DRC markers left after iteration 0 of detailed routing was 57. The required time at the worst-slack endpoint is 0.88 ns, and the clock latency reported for the late side of the worst-skew pair is 0.35 ns.

The tools report the post-detailed-route count of antenna-violating nets as 0. The number of detailed-routing iterations run before antenna repair was 4; the area growth from synthesis to layout was 53.81%. Per the detail_route report, vias per standard cell equal 4.485. Setup slack on the worst path after placement came out at -0.07092 ns. The logs give 2,754 for the total number of vias and 906.9 MHz for the maximum clock frequency. Class of the most critical setup path: register to primary output. The largest voltage drop on the vdd net was 1078 uV; the non-filler instance count after layout was 614. The run gives 2 for the maximum clock insertion buffer count.

Classification of the worst-slack hold path: primary input to asynchronous set/reset pin. The number of placed cells counting well taps was 573; the initial antenna violation count was 0. The tools report the origin of the critical flop-to-flop path as ext[10]. The final clock period utilization by the worst path is 1.002. The average footprint of a synthesized cell was 18.02 um2; the number of placement rows was 36. The final layout report lists a filler cell count of 788. The area fraction of the dominant cell type after synthesis came out at 0.6546. Post-synthesis register bit count: 107.

The number of warnings the tools reported works out to 29. STA classifies the critical path endpoint as a primary output. The tools report the total area of sequential cells as 0.002678 mm2.

With the area of the die at 0.01063 mm2, the highest fanout seen on the critical path is 2. The layout stage reports a final design area of 0.006291 mm2. With the clock period minus final worst setup slack at 1.103 ns, the total leakage power is 2.934 nW. For the worst path setup slack after routing, the log shows -0.002626 ns. Max-slew check failures listed in the final report amount to 0. From bottom edge to top edge, the die measures 103.1 um. The H-tree level count was 3. The number of setup violations in the final report came out at 1. The run gives 1 for the sum of buffers and inverters on the critical path.

For the worst setup path, the data arrival time is 0.88 ns. With the power per unit of standard cell area at 1295 mW/mm2, the post-route DRC violation count is 0. TritonCTS built the clock tree. Gate family responsible for the most delay along the worst path: flip-flops. With the clock-pin transition on the worst setup and hold timing paths at 0.09 ns, the detailed placement HPWL is 7.041 mm. Setup repair after global routing could not meet its margin everywhere. The root cell of the clock tree was clkbuf_8.

All-layer global routing usage: 0.1894. Per the GRT congestion report, total overflow comes to 0. The run gives 0 for the number of diodes. The tools report the combined area of the multi-input logic cells as 0.001318 mm2. Post-synthesis, Yosys gives the total cell area as 0.004090 mm2. The startpoint class of the critical path is a register.

The run gives 0.7986 for the headroom to the max-slew limit. Listed in order, past its start point the critical path passes buf_2. The tools report the global placement routability congestion as 0.7261.

On the critical path, the stage with the largest delay is an instance of dfrtp_1. The run gives 0.6377 for the share of the core filled with cells. The endpoint of the worst register-to-register path is ext[10]. The run gives 2,660 as the via count of the first global-routing pass.

The run gives 0 as the max-capacitance violation count. The logs give 0.009864 mm2 for the area of the placeable core and 0.004090 mm2 for the netlist area before placement. The quantity of I/O buffers inserted on ports is 216, and the post-detailed-route wirelength per cell is 15.96 um.

The worst-margin pin slew works out to 0.3020 ns. The run gives 6 for the number of different library cells in the post-synthesis netlist. The synthesis report lists the most area-consuming cells as dfrtp_1, mux2_2, mux2_4.

The pin count of the biggest net entering global routing was 57; the setup slack of the most critical reg-to-reg path was 0.12 ns. For this design, Yosys synthesis ends with a cell count of 227. According to the I/O placement log, the pin count is 217. With the number of cell instances on the worst register-to-register path at 3, the setup skew after layout is 0 ns.

Summed over all failing endpoints, the final setup total negative slack is -0.002626 ns. Clock tree synthesis inserted a total of 9 buffers. Summing internal, switching and leakage power gives 8.148 mW. On the final layout, the worst hold slack is 0.3094 ns.

The tools report the final number of hold-violating endpoints as 0. Depth of the critical timing path with buffers and inverters included: 1. Fraction of final layout cells with drive strength greater than 1: 0.5489. Largest incremental delay on the critical path: 0.40 ns. For the warning count from the yosys run, the log shows 1. The tree built by TritonCTS fans out to 107 sinks. The leading area contributor after synthesis was dfrtp_1. The run gives 0.6546 for the fraction of the yosys area taken by sequential cells. The core utilization before placement is 0.4146.

Post-synthesis cell count: 227. After detailed routing, the total wire length is 9.799 mm. The global-route wire length before repair was 14.52 mm.

For the hold buffer count at CTS, the log shows 0.
==> worst max path at each step <==
stage	from	end	slack (ns)
4_1_cts	ext[27]	ext[27]	-0.02
5_1_grt	grf_out_B[9]	grf_out_B[9]	-0.06
6_report	ext[19]	ext[19]	-0.003
==> sequential cells by signal, summed over array words and instances (netlist names) <==
register,count
ALURes,32
ext,32
grf_out_B,32
reg_write_no,5
DatatoReg,2
Branch,1
MemRead,1
MemWrite,1
RegWrite,1
==> cells in the mapped netlist, drive strengths merged <==
cell / instances
buf: 12
dfrtp: 107
inv: 1
mux2: 107
==> metal layers <==
metal | up-vias | routed length, um | GRT usage
met2 | 128 | 4484 | 0.2908
met1 | 1323 | 4281 | 0.2907
met3 | 9 | 918 | 0.05858
met4 | 0 | 114 | 0.01842
li1 | 1294 | - | -
met5 | - | 0 | 0
==> kinds of logic after synthesis <==
logic type             share of synthesized area
buffers and inverters                    0.02325
flip-flops                                0.6546
multiplexers                              0.3221
==> layout by cell type (no fill, tap or decap), drive strengths merged <==
cell type / netlist / layout
clkbuf: 0 / 12
buf: 12 / 143
dfrtp: 107 / 107
clkinvlp: 0 / 1
mux2: 107 / 107
clkinv: 0 / 3
clkdlybuf4s50: 0 / 108
==> final cells by class <==
type	instances	share of cell area
repair buffers	251	0.3119
flip-flops and latches	107	0.4256
clock buffers	12	0.02307
clock inverters	3	0.002387
multi-input cells	107	0.2094
well taps	133	0.02645
inverters	1	0.001193
==> where the power goes <==
part           internal, mW  switching [mW]
combinational          1.15           0.424
sequential             4.32           0.170
clock                 0.866            1.22
==> timing repair <==
item / in CTS / in global routing
setup buffers: 20 / 6
endpoints found under the setup margin: 107 / 107
gates resized: 332 / 0
Power is estimated from default activity; no workload was simulated.
