==> flow/run.sh <==
#!/bin/bash
# OpenROAD 26Q1-2900-gdf79404cd8, Yosys 0.63+post, stock flow scripts
make -C /OpenROAD-flow-scripts/flow DESIGN_CONFIG=/design/flow/config.mk WORK_HOME=/design/flow/orfs finish
==> flow/config.mk <==
export PLATFORM = sky130hd
export DESIGN_NAME = npc
export DESIGN_NICKNAME = npc
export VERILOG_FILES = /design/flow/design.v
export SDC_FILE = /design/flow/constraint.sdc
export NUM_CORES = 4
export LEC_CHECK = 1
export CORE_UTILIZATION = 50
==> flow/constraint.sdc <==
current_design npc

set clk_period 11.3
set clk_io_pct 0.2

create_clock -name clk0 -period $clk_period

set non_clock_inputs [all_inputs -no_clocks]
set_input_delay [expr $clk_period * $clk_io_pct] -clock clk0 $non_clock_inputs
set_output_delay [expr $clk_period * $clk_io_pct] -clock clk0 [all_outputs]
==> flow/design.v <==
module npc(
   	input [31:0] oldPC,
	input [15:0] beq_imm,
	input [25:0] addr,
	input [31:0] reg_in,
	input [31:0] PC_ID,
	input beq_zero,    
    input [1:0] PC_sel,   
    output reg [31:0] newPC,
	output reg Flush,
	input Stall1,
	input Stall2
    );
   wire [31:0] PC4;
   wire [31:0] PC4_ID;
   assign PC4 = oldPC + 4;
   assign PC4_ID = PC_ID + 4;
	always @(*) begin
		if(Stall1 || Stall2) begin
			newPC = oldPC;
			Flush = 0;
		end
		else
			case(PC_sel)
				2'b00:	begin
					newPC = PC4;
					Flush = 0;
				end
				2'b01:	begin			
					if(beq_zero == 1) begin
						newPC = PC4_ID + {{14{beq_imm[15]}},beq_imm[15:0],2'b00}; 
						Flush = 1;
					end
					else begin
						newPC = PC4;	
						Flush = 0;
					end
				end
				2'b10:  
					begin
						newPC = {{PC4[31:28]},addr[25:0],2'b00};
						Flush = 1;
					end
				2'b11:  
				begin
					newPC = reg_in; 
					Flush = 1;
				end
			endcase
	 end	 
endmodule
==> run summary <==
Observations from the implementation run.

Outcome:
- The flow ran to the end, and the final reports show no timing, DRC or antenna violations.

Setup path:
- The run gives the critical path data required time as 9040 ps.
- The run gives the kind of critical path as in2out.
- The worst setup path is captured at an output pin.
- The run gives the launching element type of the critical path as a primary input.
- Looking at the critical path, the highest net fanout was 15.
- The run puts the arrival time of data at the critical path endpoint at 5870 ps.

Routing:
- The run puts the number of violations reported at the end of detailed-routing iteration 0 at 309.
- The run puts the count of vias placed by the detailed router at 4,993.
- Using the TritonRoute via totals, the vias-per-cell ratio works out to 6.23.
- The run gives the length of the first detailed-routing pass in iterations as 5.
- The run puts the total inserted antenna cells at 0.
- The run puts the routed wire length per instance at around 17 um.
- The run gives the number of DRC violations after detailed routing as 0.
- The run puts the number of nets with antenna violations after detailed routing at 0.
- The run puts the overall routed net length at ~14 mm.

Power:
- The run puts the worst-case vdd ir drop at 0.0351 mV.
- Summed over all cells, the static leakage comes to ~2.2 nW.
- For this design the ratio of total power to cell area is 48.2 nW/um2.
- The run puts the power consumption at 0.000269 W.

Synth:
- The run gives the post-synthesis sequential area ratio as 0%.
- The run gives the post-synthesis instance area as 3810 um2.
- The run gives the mean instance size in the synthesized netlist as 6.82 um2.
- The run gives the post-synthesis instance total as 559.
- Post-synthesis, Yosys gives the total cell area as 3810 um2.
- The run gives the number of distinct standard cells referenced by the synthesized netlist as around 73.
- The run puts the post-synthesis cell count from yosys at 559.
- The warning tally printed by Yosys for this design is 1.

Timing:
- For this run, the top clock speed supported by timing is around 120 MHz.
- The run puts the setup violation total in the final timing report at 0.
- The run gives the final critical path time including I/O delays and setup as between 8000 and 9000 ps.
- The run puts the slew at the pin closest to its max-slew limit at slightly below 900 ps.
- The run puts the total count of hold-check failures in the final report at 0.
- The run gives the tightest slew margin relative to the limit as 42.1%.
- Across all hold checks on the routed design, the worst slack comes to 5500 ps.
- The run puts the final number of max-transition violations at 0.
- The run puts the final critical-path share of the clock period at 72.0%.
- The run puts the final setup TNS at 0 ps.
- The run puts the worst path setup slack after routing at 3170 ps.
- Setup repair after global routing left no endpoint under its margin.

Layout:
- Counting only logic cells after layout, the most numerous master is sky130_fd_sc_hd__clkdlybuf4s50_1.
- The run gives the area taken by flip-flops and latches as 0 um2.
- The layout stage reports a final design area of ~5600 um2.
- Cells with a size suffix above 1 make up 6.40% of the layout.
- The run gives the number of inserted filler cells in the final layout as 483.
- The final layout contains a sequential cell count of 0.
- Ranking logic cells in the layout by count gives the top entries sky130_fd_sc_hd__clkdlybuf4s50_1 (176), sky130_fd_sc_hd__nand2_1 (74), sky130_fd_sc_hd__ha_1 (58).
- From synthesis to final layout, the design area changed by 46.7%.
- The run gives the number of clock buffer instances in the layout as 0.

Clocking:
- Once the clock tree was built, the setup fixing pass inserted 0 buffers.
- Buffers inserted to repair hold after CTS numbered 0.
- The run puts the number of gates given a new drive strength after cts at 0.

Place:
- The run gives the total half-perimeter wirelength after legalization and detailed placement as approximately 11 mm.
- Summing all placed instances gives a cell area of 5590 um2.
- The final weighted congestion recorded by global placement is 0.947.
- Setup slack on the worst path after placement came out at around 3200 ps.
- The run gives the count of input and output buffers as 176.

Global routing:
- The run gives the remaining global-route overflow as 0.
- The run gives the largest net degree at the start of global routing as 49.
- The initial antenna violation count was 0.
- The run gives the global-route wire length before repair as 20.7 mm.
- The run gives the overall fraction of global-route tracks in use as about 34%.
- The number of global-route vias before repair was around 4,200.

Hold path:
- The run gives the worst-case hold path end point as newPC[3].
- The launch point of the worst min-delay path is recorded as oldPC[3].
- The run gives the worst min-delay path category as in2out.
- The run puts the cell depth of the worst hold path at 4.

Floorplanning:
- The run gives the chip height as 89.3 um.
- The run puts the chip area at about 8000 um2.
- The floorplan report gives the top-level pin count as 176.
- The floorplan has 31 rows.
- The die is roughly 89 um wide.
- The run gives the floorplan-stage core utilization as between 50% and 60%.
- The run puts the core outline area at around 7300 um2.

Job:
- The run reported a max-capacitance violation count of 0.
- OpenROAD emitted warnings numbering 33.
-- synth_stat cells (5+ instances only) --
| cell type | number | share of area, % |
|---|---|---|
| sky130_fd_sc_hd__nand2_1 | 74 | 7.3 |
| sky130_fd_sc_hd__ha_1 | 58 | 19 |
| sky130_fd_sc_hd__o21ai_0 | 56 | 7.4 |
| sky130_fd_sc_hd__a21oi_1 | 43 | 5.6 |
| sky130_fd_sc_hd__nor2_1 | 32 | 3.2 |
| sky130_fd_sc_hd__clkbuf_1 | 28 | 2.8 |
| sky130_fd_sc_hd__mux2_2 | 23 | 6.8 |
| sky130_fd_sc_hd__xnor2_1 | 16 | 3.7 |
| sky130_fd_sc_hd__inv_1 | 15 | 1.5 |
| sky130_fd_sc_hd__nand4_1 | 15 | 2.5 |
| sky130_fd_sc_hd__and3_1 | 14 | 2.3 |
| sky130_fd_sc_hd__nand3_1 | 14 | 1.8 |
| sky130_fd_sc_hd__xor2_1 | 12 | 2.8 |
| sky130_fd_sc_hd__o211ai_1 | 11 | 2.2 |
| sky130_fd_sc_hd__a21o_1 | 10 | 2.0 |
| sky130_fd_sc_hd__nor3_1 | 9 | 1.2 |
| sky130_fd_sc_hd__a31oi_1 | 8 | 1.3 |
| sky130_fd_sc_hd__o31ai_1 | 8 | 1.6 |
| sky130_fd_sc_hd__a211oi_1 | 6 | 1.2 |
| sky130_fd_sc_hd__a221oi_1 | 6 | 1.4 |
| sky130_fd_sc_hd__buf_2 | 5 | 0.66 |
| sky130_fd_sc_hd__nor2b_1 | 5 | 0.82 |
| sky130_fd_sc_hd__o21a_1 | 5 | 0.98 |
-- layout make-up --
class / count / area (um2) / area share, %
inverters: 15 / 56.3 / 1.01
multi-input cells: 506 / 3600 / 64.5
well taps: 99 / 124 / 2.22
repair buffers: 182 / 1810 / 32.3
-- critical path, cell delays in order --
cell                              delay (ps)
sky130_fd_sc_hd__clkdlybuf4s50_1         870
sky130_fd_sc_hd__ha_1                    350
sky130_fd_sc_hd__ha_1                    380
sky130_fd_sc_hd__a21oi_1                 230
sky130_fd_sc_hd__o21ai_1                 130
sky130_fd_sc_hd__a21oi_1                 290
sky130_fd_sc_hd__or4b_1                  460
sky130_fd_sc_hd__o22ai_1                 170
sky130_fd_sc_hd__xnor2_1                 100
sky130_fd_sc_hd__o21ai_1                 130
sky130_fd_sc_hd__clkdlybuf4s50_1         490
-- worst max-delay path by stage --
stage / start / cells past startpoint / endpoint
final: beq_imm[15] / 11 / newPC[31]
after global routing: beq_imm[15] / 11 / newPC[31]
after CTS: beq_imm[15] / 11 / newPC[31]
-- metal layers --
metal,vias up,part of all wire (%),track usage [%]
li1,2433,-,-
met1,2248,44,47.9
met2,292,45,56.6
met3,20,9.5,4.68
met4,0,1.2,3.17
met5,-,0,0
-- where the power goes --
| part | total (W) | internal [W] | switching, W |
|---|---|---|---|
| logic | 0.000269 | 0.000139 | 0.000130 |
| registers | 0 | 0 | 0 |
| clock network | 0 | 0 | 0 |
-- logic make-up (layout without fill, tap and decap cells) --
logic type      Yosys count  after routing  share of synthesized area, %
buf+inv                  53            197                          5.51
fa+ha+maj                59             59                          19.6
compound gates          203            203                          35.0
mux                      28             28                          8.43
simple gates            188            188                          25.1
xor+xnor                 28             28                          6.43
-- per-stage QoR --
| step | utilization, % | instances |
|---|---|---|
| finish | 76.3 | 802 |
| global route | 76.3 | 802 |
| CTS | 76.3 | 802 |
| detailed placement | 76.3 | 802 |
| global placement | 76.3 | 802 |
| floorplan | - | 559 |
Power figures rest on the tool's default switching activity, not on a simulated workload.
